--- constraint.sdc ---
current_design fp_alu

set clk_period 18.8
set clk_io_pct 0.2

create_clock -name clk0 -period $clk_period

set non_clock_inputs [all_inputs -no_clocks]
set_input_delay [expr $clk_period * $clk_io_pct] -clock clk0 $non_clock_inputs
set_output_delay [expr $clk_period * $clk_io_pct] -clock clk0 [all_outputs]
--- design.v ---
`timescale 1ns / 1ps
module fp_alu(
    input wire [31:0] operand_a,   
    input wire [31:0] operand_b,   
    input wire [5:0] funct,        
    input wire [2:0] cc,           
    output reg [31:0] result,      
    output reg [7:0] fp_flags      
);
    wire sign_a, sign_b;
    wire [7:0] exp_a, exp_b;
    wire [22:0] mantissa_a, mantissa_b;
    assign sign_a = operand_a[31];
    assign exp_a = operand_a[30:23];
    assign mantissa_a = operand_a[22:0];
    assign sign_b = operand_b[31];
    assign exp_b = operand_b[30:23];
    assign mantissa_b = operand_b[22:0];
    wire eq, lt, le, gt, ge;
    assign eq = (operand_a == operand_b);
    assign lt = (sign_a && !sign_b) || 
                (sign_a && sign_b && {exp_a, mantissa_a} > {exp_b, mantissa_b}) ||
                (!sign_a && !sign_b && {exp_a, mantissa_a} < {exp_b, mantissa_b});
    assign le = lt || eq;
    assign gt = !le;
    assign ge = !lt;
    always @(*) begin
        result = 32'h00000000;
        fp_flags = 8'b00000000;
        case(funct)
            6'b000000: begin  
                result = operand_a + operand_b;
            end
            6'b000001: begin  
                result = operand_a - operand_b;
            end
            6'b000010: begin  
                if (eq) fp_flags[cc] = 1'b1;
            end
            6'b000011: begin  
                if (le) fp_flags[cc] = 1'b1;
            end
            6'b000100: begin  
                if (lt) fp_flags[cc] = 1'b1;
            end
            6'b000101: begin  
                if (ge) fp_flags[cc] = 1'b1;
            end
            6'b000110: begin  
                if (gt) fp_flags[cc] = 1'b1;
            end
            6'b000111: begin  
                result = operand_b;  
            end
        endcase
    end
endmodule
--- config.mk ---
export PLATFORM = sky130hd
export DESIGN_NAME = fp_alu
export DESIGN_NICKNAME = fp_alu
export VERILOG_FILES = /design/flow/design.v
export SDC_FILE = /design/flow/constraint.sdc
export NUM_CORES = 4
export LEC_CHECK = 1
export CORE_UTILIZATION = 40
--- run.sh ---
#!/bin/bash
# OpenROAD 26Q1-2900-gdf79404cd8, Yosys 0.63+post, stock flow scripts
make -C /OpenROAD-flow-scripts/flow DESIGN_CONFIG=/design/flow/config.mk WORK_HOME=/design/flow/orfs finish
==> flow report <==
================================================================================
Critical path startpoint                                            operand_b[2]
Kind of critical path                                               input port to primary output
Number of antenna violations at the first check in global routing              0
Area used by multi-input combinational logic                        0.00386 sq mm
Fraction of layout instances using a drive strength above 1                3.30%
Top cells by instance count after synthesis                         ha_1, inv_1, nand2_1
Dpl ws                                                                   7.51 ns
Combinational group share of total power                                  100.0%
Met1 Track Usage GR                                                        39.6%
Power share of the clock group                                                0%
Overall power after layout                                              0.146 mW
Pre-Repair DR Iteration Count                                                  5
Total number of vias                                                        4850
Num ports                                                                    113
Hold violation total from the final report                                     0
Total global routing overflow                                                  0
Class of the tightest hold or removal check                         input port to primary output
Number of nets with antenna violations after detailed routing                  0
Chip area                                                           0.0111 sq mm
IR Drop Worst-Case VDD                                                   12.8 uV
Hold Startpoint                                                     operand_b[11]
Ant. Diodes                                                                    0
Sequential cell area fraction in the yosys report                             0%
Worst path setup slack after routing                                     7.44 ns
Largest cells by area after synthesis                               ha_1, a21oi_1, o21ai_0
Final RePlAce weighted congestion                                          0.923
Grt met3 use                                                               1.64%
Height of the chip                                                   105 microns
All-Layer GR Usage                                                         24.9%
Clock period minus worst slack                                          11.36 ns
Pins Over Slew Limit                                                           0
Via density                                                                 5.61
Sequential cells                                                               0
GR Layer Usage met2                                                        38.0%
FP Util                                                                    41.4%
Setup repair after global routing missed its margin                           no
Number of warnings printed during yosys synthesis                              1
Slew @ Worst Pin                                                        0.736 ns
Post-route worst hold slack                                              8.49 ns
Post-Syn Instances                                                           648
Design internal power                                                  0.0649 mW
Die x size                                                           105 microns
Worst Hold Depth                                                               4
Lkg Pwr                                                                  2.25 nW
Post-synthesis instance area                                        0.00427 sq mm
Layer carrying the most global-route usage                                  met1
# clk buffers                                                                  0
# fillers                                                                   1021
Number of cells in the yosys synthesis report                                648
Post-cts hold-fix buffer tally                                                 0
# Max-Cap Violations                                                           0
Number of port buffers                                                       113
Wire length of the first global-routing pass                             22.4 mm
Site row count                                                                37
Setup violations, final                                                        0
Post-DP HPWL                                                             11.1 mm
Areal power density over the cells                                  27.0 mW/mm^2
Accumulated negative setup slack                                            0 ns
Non-Filler Instances                                                         864
Detailed router's first-iteration violation count                            188
Remaining max-slew budget at the tightest pin                              50.5%
Crit-path max FO                                                               7
Share of the cycle needed by the critical path after routing               60.4%
Chip area line of the yosys report                                  0.00427 sq mm
Dominant cell by count in the synthesized netlist                           ha_1
Mapped Avg Cell Area                                                  6.60 sq um
Crit path DRT                                                           15.04 ns
Number of distinct library cells after synthesis                              75
Endpoint of the worst hold-timing path                                result[11]
Storage cell area                                                        0 sq um
Startpoint type of the worst setup path                               input port
Number of OpenROAD warnings                                                   67
Post-cts repair resize count                                                   0
Pin count of the biggest net entering global routing                          53
Critical Path AT                                                         7.60 ns
Post-CTS setup repair buffer count                                             0
Mean routed wirelength per cell                                     15.8 microns
DRC violations left                                                            0
Switching power total                                                  0.0816 mW
Category of the worst setup path capture point                      primary output
Register share of total power                                                 0%
F_max                                                                 0.0880 GHz
Share of the synthesized area in the top cell type                         19.9%
Vias in the first global route                                              4373
Number of cells in the design after placement                                864
Core footprint                                                      0.0103 sq mm
Layout overhead on the synthesized area                                    27.0%
Status                                                              finished, final reports clean
Total wire length                                                        13.6 mm
Leading area contributor after synthesis                                    ha_1
Sw Share                                                                   55.7%
================================================================================
[area by class of cell]
type / count / area share (%)
well taps: 136 / 3.13
inverters: 66 / 4.56
repair buffers: 116 / 21.2
multi-input cells: 546 / 71.1
[cells in the final DEF (no fill, tap or decap), types with 6 or more instances in the layout]
cell type	count
nand4_1	6
o31ai_1	6
mux2i_1	10
a31oi_1	8
o21bai_1	9
a211oi_1	9
a21o_1	18
nor2_1	45
clkdlybuf4s50_1	113
nand3_1	17
xor2_1	8
o21ai_0	56
ha_1	68
nor4_1	9
or3_1	8
o21ai_1	6
nor2b_1	14
nor3_1	17
xnor2_1	25
a21oi_1	59
nand2_1	61
nand2b_1	11
inv_1	66
o211ai_1	9
[metal layers]
| metal | wire length, microns | vias up |
|---|---|---|
| li1 | - | 2485 |
| met1 | 7000 | 2197 |
| met2 | 5720 | 157 |
| met3 | 797 | 11 |
| met4 | 102 | 0 |
| met5 | 0 | - |
[power groups by stage]
stage     Sequential [mW]  Clock [mW]  Combinational [mW]
6_report                0           0               0.146
5_1_grt                 0           0               0.162
4_1_cts                 0           0               0.145
[kinds of logic (layout without fill, tap and decap cells)]
| logic type | after synthesis | count (layout) | synth area share (%) |
|---|---|---|---|
| compound gates | 222 | 222 | 35.1 |
| xor+xnor | 33 | 33 | 6.76 |
| fa+ha+maj | 70 | 70 | 20.8 |
| buf+inv | 102 | 182 | 9.81 |
| mux | 12 | 12 | 2.93 |
| simple gates | 209 | 209 | 24.6 |
[through the flow]
step	cell area, sq um	utilization (%)
floorplan	4270	-
global placement	5430	52.6
finish	5430	52.6
CTS	5430	52.6
detailed placement	5430	52.6
global route	5430	52.6
[worst max-delay path, cell delays in order]
cell and delay, ns:
clkdlybuf4s50_1 0.50, inv_1 0.06, ha_1 0.35, nand2b_1 0.23, a2111oi_4 0.45, o211ai_1 0.16
a31oi_1 0.42, nor2_1 0.14, o31ai_1 0.57, mux2i_1 0.19, xnor2_1 0.16, o21ai_0 0.14
clkdlybuf4s50_1 0.47
[worst max-delay path by stage]
stage                end  slack (ns)
finish        result[26]        7.44
CTS           result[26]        7.48
global route  result[26]        7.23
Power is estimated from default activity; no workload was simulated.
