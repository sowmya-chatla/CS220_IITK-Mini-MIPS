### /design/flow/config.mk
export PLATFORM = sky130hd
export DESIGN_NAME = branch_unit
export DESIGN_NICKNAME = branch_unit
export VERILOG_FILES = /design/flow/design.v
export SDC_FILE = /design/flow/constraint.sdc
export NUM_CORES = 4
export LEC_CHECK = 1
export CORE_UTILIZATION = 30
### /design/flow/constraint.sdc
current_design branch_unit

set clk_period 17.6
set clk_io_pct 0.2

create_clock -name clk0 -period $clk_period

set non_clock_inputs [all_inputs -no_clocks]
set_input_delay [expr $clk_period * $clk_io_pct] -clock clk0 $non_clock_inputs
set_output_delay [expr $clk_period * $clk_io_pct] -clock clk0 [all_outputs]
### /design/flow/design.v
`timescale 1ns / 1ps
module branch_unit(
    input wire [31:0] pc,               
    input wire [31:0] register_rs,      
    input wire [15:0] branch_offset,    
    input wire [25:0] jump_target,      
    input wire [31:0] alu_result,       
    input wire zero_flag,               
    input wire negative_flag,           
    input wire carry_out,               
    input wire Branch,                  
    input wire Jump,                    
    input wire [5:0] opcode,            
    output reg [31:0] next_pc,          
    output reg branch_taken             
);
    wire [31:0] pc_plus_one = pc + 32'd1;
    wire [31:0] branch_target = pc_plus_one + {{14{branch_offset[15]}}, branch_offset, 2'b00};  
    wire [31:0] jump_address = {pc_plus_one[31:28], jump_target, 2'b00};
    always @(*) begin
        next_pc = pc_plus_one;
        branch_taken = 1'b0;
        if (Branch) begin
            case(opcode)
                6'b000100: begin  
                    if (zero_flag) begin
                        next_pc = branch_target;
                        branch_taken = 1'b1;
                    end
                end
                6'b000101: begin  
                    if (!zero_flag) begin
                        next_pc = branch_target;
                        branch_taken = 1'b1;
                    end
                end
                6'b001011: begin  
                    if (!zero_flag && !negative_flag) begin
                        next_pc = branch_target;
                        branch_taken = 1'b1;
                    end
                end
                6'b001100: begin  
                    if (zero_flag || !negative_flag) begin
                        next_pc = branch_target;
                        branch_taken = 1'b1;
                    end
                end
                6'b001101: begin  
                    if (negative_flag) begin
                        next_pc = branch_target;
                        branch_taken = 1'b1;
                    end
                end
                6'b001110: begin  
                    if (zero_flag || negative_flag) begin
                        next_pc = branch_target;
                        branch_taken = 1'b1;
                    end
                end
                6'b001111: begin  
                    if (zero_flag || carry_out) begin
                        next_pc = branch_target;
                        branch_taken = 1'b1;
                    end
                end
                6'b010000: begin  
                    if (!zero_flag && !carry_out) begin
                        next_pc = branch_target;
                        branch_taken = 1'b1;
                    end
                end
            endcase
        end
        if (Jump) begin
            branch_taken = 1'b1;
            case(opcode)
                6'b000010: next_pc = jump_address;        
                6'b000011: next_pc = jump_address;        
                6'b000000: next_pc = register_rs;         
            endcase
        end
    end
endmodule
### /design/flow/run.sh
#!/bin/bash
# OpenROAD 26Q1-2900-gdf79404cd8, Yosys 0.63+post, stock flow scripts
make -C /OpenROAD-flow-scripts/flow DESIGN_CONFIG=/design/flow/config.mk WORK_HOME=/design/flow/orfs finish
==> flow_summary.toml <==
# yosys + openroad results
[logic_synthesis]
synth_top_cell_by_area = "sky130_fd_sc_hd__ha_1"
synthesis.yosys.warnings = 1
netlist_top_cells_area = "sky130_fd_sc_hd__ha_1 (13%), sky130_fd_sc_hd__a22o_1 (7.6%), sky130_fd_sc_hd__a21oi_1 (7.5%)"
syn_area_per_cell_um2 = 6.65
ys_seq_share_pct = 0
syn-instance-count = 535
synth_largest_type_area_fraction_pct = 12.7
yosysCellCount = 535
synth.cell_area_um2 = 3560
synth.yosys.chip_area_um2 = 3560
synth.distinct_cells = 64

[worst_setup_path]
path_buffers = 3
setup.worst_path.start_class = "input port"
worst_ep_arrival_time_ns = 8.18
kind_of_cell_with_the_highest_combined_delay_on_the_critical_path = "simple AND/OR/NAND/NOR gates"
timing.setup.critical_path_class = "in2out"
slowest_stage = "sky130_fd_sc_hd__clkdlybuf4s50_1"
required_ns = 14.08
cp_slowest_stage_delay_ns = 0.58
path_max_fanout = 8
path_cells = "clkdlybuf4s50_1 > nand3_1 > nor2_2 > nand3_2 > nor3_1 > nand2_1 > xor2_1 > inv_1 > ha_1 > nand2_1 > o21ai_0 > nor3_1 > and3_1 > nor4b_1 > a21oi_1 > xnor2_1 > a21oi_1 > o21ai_0 > clkdlybuf4s50_1"
worst_setup_path_end_kind = "primary output"

[timing]
setup-tns-final_ns = 0
setup-violations-final = 0
min_period_over_period_pct = 66.5
slew_viol_final = 0
timing.fmax_mhz = 85.4
hold_ws_ns = 8.00
worst-slew-pin-transition_ns = 0.820
finalWorstPathRequiredPeriod_ns = 11.70
hold_violations = 0
rsz0062_at_grt = "false"
postLayoutSetupSlackWorst_ns = 5.90
slew_headroom_pct = 44.9

[drt]
drt_iter0_drc = 243
drt_wirelength_um = 13700
avgRoutedWirePerCell_um = 16.9
antenna_violating_nets_post_route = 0
drt-vias-per-instance = 5.52
detail_route.drc_violations = 0
vias = 4479
antenna_cells_inserted = 0
drt-pass1-iter-count = 5

[power]
cellPowerDensity_nw_per_um2 = 25.0
seqPwrFrac_pct = 0
ir_worst_vdd_v = 0.0000106
standby_leakage_power_nw = 2.05
p_comb_share_pct = 100.0
switching_part_of_the_total_power_pct = 47.0
switching_power_w = 0.0000609
p_total_w = 0.000129
power.share.clock_pct = 0
cellInternalPower_w = 0.0000686

[floorplan]
die_extent_in_y_um = 111
chip_area_um2 = 12300
die_w_um = 111
pin_count = 182
coreArea_um2 = 11500
fp_util_pct = 31.0
fp-row-count = 39

[placed_design]
placed_cells = 811
place.port_buffers = 150
detailedPlacementHpwl_um = 11400
pre_cts_ws_ns = 5.89
routabilityCongestion = 0.930

[flow_run]
tool_warnings = 70
drv.max_cap_violation_count = 0

[global_routing]
all_layer_global_routing_usage_pct = 22.2
overflow = 0
first_pass_grt_wire_length_um = 22100
grt_start_max_net_pins = 37
grt_pass1_vias = 4490
initial_antenna_violation_count = 0

[final_layout]
clock_buffer_count = 0
register_area_um2 = 0
final_cell_mix = "sky130_fd_sc_hd__clkdlybuf4s50_1 (150), sky130_fd_sc_hd__nand2_1 (60), sky130_fd_sc_hd__a21oi_1 (53), sky130_fd_sc_hd__nor2_1 (44), sky130_fd_sc_hd__ha_1 (36)"
seq_cell_count = 0
multi_input_comb_area_um2 = 3400
area_growth_pct = 45.7
layout.cells.non_filler = 811
layout.cells.most_common = "sky130_fd_sc_hd__clkdlybuf4s50_1"
drive_gt1_share_pct = 3.74
layout.filler_cells = 1150

[worst_hold_path]
timing.hold.worst.class = "in2out"
worstHoldStart = "register_rs[0]"
worst_hold_path.num_cells = 4
timing.hold.worst_endpoint = "next_pc[0]"

[run_status]
result_of_the_run = "completed"

[clocking]
post-cts-setup-buffers = 0
cts.repair.resized = 0
cts-hold-fix-buffers = 0
==> cell usage after synthesis (7+ instances only) <==
master and number:
sky130_fd_sc_hd__a21oi_1 53, sky130_fd_sc_hd__inv_1 15, sky130_fd_sc_hd__nor3_1 7, sky130_fd_sc_hd__o21ai_1 7, sky130_fd_sc_hd__a22o_1 31, sky130_fd_sc_hd__a21o_1 15
sky130_fd_sc_hd__clkbuf_1 13, sky130_fd_sc_hd__ha_1 36, sky130_fd_sc_hd__xnor2_1 29, sky130_fd_sc_hd__nand2_1 60, sky130_fd_sc_hd__xor2_1 26, sky130_fd_sc_hd__and3_1 12
sky130_fd_sc_hd__buf_2 7, sky130_fd_sc_hd__nand2b_1 10, sky130_fd_sc_hd__nand4_1 10, sky130_fd_sc_hd__o21ai_0 33, sky130_fd_sc_hd__nor2b_1 12, sky130_fd_sc_hd__o211ai_1 10
sky130_fd_sc_hd__nand3_1 15, sky130_fd_sc_hd__nor2_1 44
==> power by group through the flow <==
stage | registers, W | clock network, W | logic, W
global route | 0 | 0 | 0.000143
finish | 0 | 0 | 0.000129
CTS | 0 | 0 | 0.000129
==> metal layers <==
| layer | vias to the layer above | GRT usage [%] | part of all wire (%) |
|---|---|---|---|
| li1 | 2265 | - | - |
| met1 | 2051 | 28.9 | 45 |
| met2 | 148 | 39.3 | 47 |
| met3 | 15 | 3.46 | 6.1 |
| met4 | 0 | 3.11 | 1.6 |
| met5 | - | 0 | 0 |
==> cells by family (layout without fill, tap and decap cells) <==
kind of cell | count (synthesis) | after routing | synth area share, %
xor+xnor | 55 | 55 | 13.5
simple gates | 202 | 202 | 29.0
buf+inv | 39 | 172 | 4.96
mux | 5 | 5 | 1.44
fa+ha+maj | 37 | 37 | 13.2
compound gates | 197 | 197 | 37.8
==> how the worst max path moves through the flow <==
stage | slack, ns | cells after the start | end | start
CTS | 5.89 | 19 | next_pc[24] | pc[4]
global route | 5.48 | 19 | next_pc[24] | pc[4]
finish | 5.90 | 19 | next_pc[24] | pc[4]
==> final cells by class <==
type	count	share of cell area, %
tap	143	3.45
timing repair buffer	156	29.8
inverter	16	1.21
multi-input combinational	496	65.5
==> stage by stage <==
step	utilization (%)	cell area, um2
finish	45.2	5180
global route	45.2	5180
CTS	45.2	5180
detailed placement	45.2	5180
global placement	45.2	5180
floorplan	-	3560
Power figures rest on the tool's default switching activity, not on a simulated workload.
