==> flow/design.v <==
`timescale 1ns / 1ps
module registerFile(ReadAddr1, ReadAddr2, WriteAddr, WriteData, WriteEnable, Data1, Data2, clk);
input [4:0] ReadAddr1, ReadAddr2, WriteAddr;   
input [31:0] WriteData;
input WriteEnable, clk;
output [31:0] Data1, Data2;
reg [31:0] RF [31:0];
assign Data1 = RF[ReadAddr1];    
assign Data2 = RF[ReadAddr2];
always@(posedge clk) begin
    if(WriteEnable)
    RF[WriteAddr] <= WriteData;
    else
    RF[WriteAddr] <= RF[WriteAddr];
end
task displayRegister(input [4:0] addr);
    $display("RF[%0d] = %0d", addr, RF[addr]);
endtask
endmodule
==> flow/config.mk <==
export PLATFORM = sky130hd
export DESIGN_NAME = registerFile
export DESIGN_NICKNAME = registerFile
export VERILOG_FILES = /design/flow/design.v
export SDC_FILE = /design/flow/constraint.sdc
export NUM_CORES = 4
export LEC_CHECK = 1
export CORE_UTILIZATION = 30
==> flow/constraint.sdc <==
current_design registerFile

set clk_period 8.5
set clk_io_pct 0.2

create_clock -name clk0 -period $clk_period [get_ports {clk}]

set non_clock_inputs [all_inputs -no_clocks]
set_input_delay [expr $clk_period * $clk_io_pct] -clock clk0 $non_clock_inputs
set_output_delay [expr $clk_period * $clk_io_pct] -clock clk0 [all_outputs]
==> flow/run.sh <==
#!/bin/bash
# OpenROAD 26Q1-2900-gdf79404cd8, Yosys 0.63+post, stock flow scripts
make -C /OpenROAD-flow-scripts/flow DESIGN_CONFIG=/design/flow/config.mk WORK_HOME=/design/flow/orfs finish
==> summary.txt <==
flow finished, numbers: status completed, Synth flops 1024, CTS root buf clkbuf_16, # hold bufs at CTS 0, # rows 147, Ant. Diodes 0, Avg Inst Size Synth 14.4 sq um, relative slew slack 0.352, Max Fclk between 0.15 and 0.2 GHz, Clock Pin Slew Worst Setup and Hold Paths around 0.060 ns, largest net degree at the start of global routing between 90 and 100, kind of cell adding the most delay to the critical path buffers and inverters, Mapped Cells around 3.4k, via count between 30k and 40k, met3 usage 0.107, Critical Path Slowest Stage Cell clkdlybuf4s50_1, FP Util 0.303, clock sinks 1024, WP buf/inv 3, vias in the first global route about 32k, Most Crowded Layer GR met2, final routed DRC violation total 0, clock tree buffer depth 3, final hold vios 0, yosys stat cell total 3386, DR WL/cell 27.2 um, YS warnings 1, Max Cap Viol 0, setup bufs post-CTS 0, mapped cell area about 0.049 sq mm, DIE AREA 0.164 sq mm, HP Start WriteData[17], CP max FO just under 90, DP HPWL 87600 um, sequential cell area fraction in the yosys report 0.630, vias per inst 5.40, Crit. End Element primary output, Pwr Density 198 mW/mm^2, cts repair resizes 0, CTS tree done, crit path kind input port to primary output, gr usage total 0.199, Top reg by flops RF, remaining antenna violation count 0, TNS Setup 0 ns, Least-Margin Pin Slew about 0.97 ns, final setup vio count 0, worst-path cell chain clkdlybuf4s50_1, and2_4, buf_12, a22o_1, nor3_1, a31oi_1, nand3_1, clkdlybuf4s50_1, Largest regs RF: 1024 flops, First-pass DRT Iterations 5, Core ar. 0.161 sq mm, cts bufs inserted about 98, final core occ 0.346, Area Growth Syn to Fin 14.0%, CP most frequent cell clkdlybuf4s50_1, Filler Cell Count around 15k, chip width 405 um, Routed WL roughly 160000 um, first-pass GRT wire length 222000 um, input/output buffers 112, max incr delay on CP 0.62 ns, fin crit period 6.49 ns, GPL Wtd Cong 0.855, total power after layout about 11000 uW, Max Slew Vio Count 0, area reported by Yosys stat 0.0488 sq mm, Worst Path Required approximately 7 ns, RSZ-0062 raised after global routing false, antenna violations before repair 8, layout cells sized above 1 0.0875, total gr overflow 0, number of DRC markers in iteration 0 2089, startpoint types input port, die height slightly above 400 um, Reg area 0.0307 sq mm, Gate Area 0.0168 sq mm, Lkg Pwr ~0.020 uW, grt met2 use 0.311, post-route clock period utilization 0.763, Boundary Pins 113, max reg flops 1024, crit path DAT ~4.8 ns, Log Warnings 26, grt met1 use 0.236, min-delay worst type input port to register, Synth cell types 23, peak supply drop 0.152 mV, H-tree depth 3, Hold Path Sink RF[26][17], Worst Hold Depth 2
-- per-layer routing --
layer	share of wire	wire length [um]
met5	0.0011	172
met4	0.044	6790
met2	0.47	73300
met1	0.36	55800
met3	0.13	19600
-- cells in the final DEF, fill, tap and decap left out --
cell type	instances
a21oi_1	192
a22o_1	128
a22oi_1	192
a31oi_1	64
and2_4	2
buf_12	14
buf_4	116
buf_8	2
bufinv_16	10
clkbuf_1	24
clkbuf_16	99
clkdlybuf4s50_1	110
clkinv_1	26
clkinv_16	1
clkinv_2	13
clkinv_8	1
clkinvlp_4	1
edfxtp_1	1024
inv_6	3
mux2i_1	1024
nand2_1	193
nand2_2	2
nand2b_2	4
nand3_1	194
nand3b_1	5
nor2_1	1
nor2_4	34
nor2b_4	4
nor3_1	64
or2_2	2
or3_1	1
or3b_2	3
-- cells in the mapped netlist --
master	n	share of area
a22oi_1	192	0.030
nor3_1	64	0.0066
clkbuf_1	86	0.0066
nand2_1	195	0.015
or3_1	1	0.00013
nand3b_1	5	0.00077
mux2i_1	1024	0.21
or3b_2	3	0.00054
nor2b_1	4	0.00051
a22o_1	128	0.023
a21oi_1	192	0.020
clkbuf_4	4	0.00062
nor2_1	35	0.0027
edfxtp_1	1024	0.63
buf_4	47	0.0072
and2_1	2	0.00026
a31oi_1	64	0.0082
buf_2	70	0.0072
buf_1	1	0.000077
nand2b_1	4	0.00051
buf_6	45	0.010
or2_2	2	0.00026
nand3_1	194	0.020
-- worst max-delay path by stage --
stage / from / end / slack [ns] / cells past startpoint
after CTS: ReadAddr1[0] / Data1[21] / 2.03 / 8
final: ReadAddr2[2] / Data2[21] / 2.01 / 8
after global routing: ReadAddr2[2] / Data2[21] / 1.91 / 8
-- cell type report --
class,count,area share
multi-input combinational,2109,0.302
timing repair buffer,242,0.0410
sequential,1024,0.553
clock buffer,123,0.0462
tap,2160,0.0486
clock inverter,55,0.00976
-- report_power, final --
group / internal, uW / switching, uW / leakage [uW] / total (uW)
Combinational: 390 / 647 / 0.00927 / 1040
Clock: 2440 / 1870 / 0.00151 / 4310
Sequential: 5620 / 23.8 / 0.00922 / 5640
-- stage by stage --
stage	cells	setup WS [ns]	instance area, sq um	hold WS [ns]
4_1_cts	5713	2.03	55600	1.78
3_3_place_gp	5535	2.04	52500	2.53
2_1_floorplan	3386	4.04	48800	1.80
6_report	5713	2.01	55600	1.82
5_1_grt	5713	1.91	55600	1.83
3_5_place_dp	5535	2.01	52500	2.54
-- cell families (layout without fill, tap and decap cells) --
family          Yosys count  after routing  share of synthesized area
mux                    1024           1024                      0.210
simple gates            509            509                     0.0471
flops                  1024           1024                      0.630
buf+inv                 253            420                     0.0321
compound gates          576            576                     0.0804
No activity file was given, so power comes from the tool's default toggle rates.
